$ cat /design/flow/run.sh
#!/bin/bash
# OpenROAD 26Q1-2900-gdf79404cd8, Yosys 0.63+post, stock flow scripts
make -C /OpenROAD-flow-scripts/flow DESIGN_CONFIG=/design/flow/config.mk WORK_HOME=/design/flow/orfs finish
$ cat /design/flow/config.mk
export PLATFORM = sky130hd
export DESIGN_NAME = data_memory
export DESIGN_NICKNAME = data_memory
export VERILOG_FILES = /design/flow/design.v
export SDC_FILE = /design/flow/constraint.sdc
export NUM_CORES = 4
export LEC_CHECK = 1
export CORE_UTILIZATION = 40
$ cat /design/flow/constraint.sdc
current_design data_memory

set clk_period 63.9
set clk_io_pct 0.2

create_clock -name clk0 -period $clk_period [get_ports {clk}]

set non_clock_inputs [all_inputs -no_clocks]
set_input_delay [expr $clk_period * $clk_io_pct] -clock clk0 $non_clock_inputs
set_output_delay [expr $clk_period * $clk_io_pct] -clock clk0 [all_outputs]
$ cat /design/flow/design.v
module data_memory #(parameter V=32 , ram_size=128)
( 
    input              clk , Mem_write,
	 input      [2:0]   funct_3,
	 input      [V-1:0] wrdata_add,wrdata,  
	 output reg [V-1:0] read_data        
);
reg [V-1:0] data_ram[0:ram_size-1];      
wire [V-1:0] word_add = wrdata_add[V-1:2] % 512; 
always @(*)
begin 
    casez(funct_3)
	    3'b?00:begin                          
	           case(wrdata_add[1:0])          
				     2'b00 :read_data <= funct_3[2] ? {24'b0,data_ram[word_add][7:0]}   : {{24{data_ram[word_add][7]}},data_ram[word_add][7:0]};
				     2'b01 :read_data <= funct_3[2] ? {24'b0,data_ram[word_add][15:8]}  :{{24{data_ram[word_add][15]}},data_ram[word_add][15:8]};
				     2'b10 :read_data <= funct_3[2] ? {24'b0,data_ram[word_add][23:16]} : {{24{data_ram[word_add][23]}},data_ram[word_add][23:16]};
				     2'b11 :read_data <= funct_3[2] ? {24'b0,data_ram[word_add][31:24]} : {{24{data_ram[word_add][31]}},data_ram[word_add][31:24]};
				   endcase  
				  end 
		3'b?01:begin                           
		       case(wrdata_add[1])
				      1'b0 :read_data <= funct_3[2] ? {16'b0,data_ram[word_add][15:0]}  : {{16{data_ram[word_add][15]}},data_ram[word_add][15:0]};
				      1'b1 :read_data <= funct_3[2] ? {16'b0,data_ram[word_add][31:16]} : {{16{data_ram[word_add][31]}},data_ram[word_add][31:16]};
					endcase
					end
		3'b010: read_data=data_ram[word_add];	 
		default:read_data=32'bx;			
		endcase
end
always @(posedge clk)
begin 
if(Mem_write)
begin
   case(funct_3)
	  3'b000:begin                 
	    case(wrdata_add[1:0])
		     2'b00:data_ram[word_add][7:0]  =wrdata[7:0];
			  2'b01:data_ram[word_add][15:8] =wrdata[7:0];
			  2'b10:data_ram[word_add][23:16]=wrdata[7:0];
			  2'b11:data_ram[word_add][31:24]=wrdata[7:0];
		 endcase 
		 end
	  3'b001:begin                     
	    case(wrdata_add[1])
		     1'b0:data_ram[word_add][15:0]  =wrdata[15:0];
			  1'b1:data_ram[word_add][31:16] =wrdata[15:0];
		 endcase 
		end 
	  3'b010: data_ram[word_add] <= wrdata;  
	  default:data_ram[word_add] <= 32'bx;
	 endcase
end 
end
endmodule 
==> flow_summary_export.csv <==
group,metric,value,unit
synthesis,yosysTopAreaCell,"edfxtp_1",
min_path,holdCritPathClass,"input port to flip-flop",
clocking,cts.repair.resized,0,
flow_run,maxCapViolCount,0,
synthesis,yosys_area,0.161,mm²
run_status,status,"finished, final reports clean",
synthesis,netlist_area,0.161,mm²
synthesis,ys_seq_share,0.765,
route,drt.antenna.violating_nets,0,
floorplanning,die_area,0.405,mm²
synthesis,yosys_cells,9180,
placed_design,hpwl,397,mm
grt,grt_pass1_vias,101000,
final_timing,slew_violations,0,
synthesis,synthDistinctLibCells,89,
clocking,cts_buffer_depth,4,
synthesis,ys_sh_xor,0,
final_timing,tns,0,ns
layout,fin_util,0.462,
floorplanning,fp.coreArea,0.400,mm²
placed_design,io_buffers,77,
clocking,cts_tree,"done",
layout,regMostFlops,"data_ram",
synthesis,numSynthFlops,4096,
floorplanning,initCoreUtil,0.402,
route,drtPass1Iterations,9,
placed_design,gp_congestion,1.04,
route,drc_errors,0,
min_path,min_path_cells,1,
placed_design,placedInstanceArea,0.171,mm²
route,routed_wl,619,mm
final_timing,hold_violations,0,
clocking,cts_made_buffers,405,
setup_path,startpoint_type,"input port",
flow_run,warnings,54,
synthesis,ys_sh_aoi,0.0889,
final_timing,fin_crit,33.32,ns
final_timing,maxClockFrequency,30.0,MHz
synthesis,top_cell,"edfxtp_1",
setup_path,required,51.12,ns
floorplanning,dieHeight,636,µm
floorplanning,ios,101,
setup_path,endpoint_kind,"primary output",
synthesis,ys_sh_mux,0.0887,
clocking,hold_buffers,0,
route,routed_via_density,6.26,
final_timing,finalSetupViolCount,0,
clocking,htreeDepth,5,
synthesis,ys_top_cells_by_area,"edfxtp_1 (76%), mux4_2 (3.4%), mux2i_1 (3.0%), a221oi_1 (2.4%), mux2_2 (2.4%)",
synthesis,ys_sh_adder,0,
power,powerDensity,30.7,mW/mm²
route,wire_per_inst,39.8,µm
layout,fillers,32700,
final_timing,slew_headroom,0.101,
grt,antenna_found_initial,103,
synthesis,synthArstFlopShare,0,
synthesis,yosys_warnings,1,
synthesis,synthCells,9180,
layout,syn_to_final_growth,14.8,%
grt,grt_max_degree,128,
route,vias,97300,
grt,overflow,0,
floorplanning,die_w,636,µm
final_timing,rsz0062_at_grt,"false",
final_timing,worstMarginPinSlew,1.35,ns
clocking,clock_sinks,4096,
synthesis,yosys.area.top_type_share,0.765,
layout,drive_gt1_frac,0.205,
synthesis,ys_sh_simple,0.0356,
synthesis,synthFlopType,"edfxtp_1",
synthesis,avgSynthCellArea,17.5,µm²
clocking,root_buffer,"clkbuf_16",
clocking,clk_pin_slew,0.06,ns
setup_path,path_class,"input port to primary output",
synthesis,common_cells,"edfxtp_1 (4096), nor2_1 (752), mux2i_1 (490)",
grt,grt_pass1_wl,835,mm
route,drt_iter0_markers,8199,
layout,largest_reg_flops,4096,
layout,top_regs,"data_ram (4096)",
power,peakVddDrop,0.0265,mV
floorplanning,rows,232,
setup_path,crit_fanout,47,
power,leakagePower,53.3,nW
layout,stdcell_area,0.185,mm²
setup_path,cp.arrival,20.54,ns
synthesis,top_logic_kind,"AND-OR/OR-AND gates",
synthesis,synth-edff-count,4096,
final_timing,period_used_share,0.521,
grt,track_usage,0.333,
clocking,post_cts_buffers,0,
## final cells by class
type,instances,area [µm²],area share
clock inverters,232,2370,0.0128
well taps,5265,6590,0.0357
diodes,148,370,0.00201
clock buffers,487,10600,0.0575
inverters,17,114,0.000616
flip-flops and latches,4096,123000,0.666
multi-input cells,4416,34700,0.188
repair buffers,883,6970,0.0377
## power by group
| group | internal (mW) | switching (mW) | leakage, nW |
|---|---|---|---|
| Clock | 1.35 | 1.02 | 6.32 |
| Combinational | 0.0911 | 0.265 | 16.0 |
| Sequential | 2.95 | 0.00192 | 31.0 |
| Total | 4.39 | 1.28 | 53.3 |
## kinds of logic (layout without fill, tap and decap cells)
| kind of cell | count (synthesis) | count (layout) |
|---|---|---|
| buffers and inverters | 668 | 1619 |
| muxes | 1076 | 1076 |
| and+or+nand+nor | 1379 | 1379 |
| AOI/OAI and AO/OA | 1961 | 1961 |
| other | 0 | 148 |
| DFF | 4096 | 4096 |
## final timing paths
kind     startpoint                          to  slack, ns
max   wrdata_add[2]                read_data[2]      30.58
min       wrdata[7]  data_ram[125][7]$_DFFE_PP_      12.25
## metrics by stage
stage | total power, mW | hold WS [ns] | setup WS [ns] | instances
5_1_grt | 5.79 | 12.25 | 30.47 | 15500
3_3_place_gp | 3.35 | 13.26 | 30.91 | 14700
3_5_place_dp | 3.35 | 13.26 | 30.86 | 14700
6_report | 5.67 | 12.25 | 30.58 | 15500
2_1_floorplan | 3.17 | 12.88 | 35.73 | 9180
4_1_cts | 5.66 | 12.22 | 30.89 | 15400
## critical path, cell delays in order
cell and delay [ns]:
buf_8 0.39, buf_4 0.64, buf_4 0.77, buf_4 0.62, buf_4 0.62, buf_4 0.66, mux2_2 0.40, a221oi_1 0.27
a21oi_1 0.07, o2111ai_1 0.76, and4b_1 0.77, a21oi_1 0.15, buf_4 0.23, nor4_2 0.29, buf_4 0.25, a21oi_1 0.15
clkdlybuf4s50_1 0.43
## metal layers
| layer | vias to the layer above | global-route usage | routed length (µm) |
|---|---|---|---|
| met1 | 47900 | 0.312 | 167000 |
| li1 | 38900 | - | - |
| met4 | 147 | 0.209 | 49300 |
| met5 | - | 0.163 | 7220 |
| met3 | 1852 | 0.325 | 136000 |
| met2 | 8540 | 0.430 | 259000 |
## placed cells by master (no fill, tap or decap), drive strengths merged, types with 11 or more instances in the layout
master,netlist,layout
clkinv,2,169
a21oi,316,316
edfxtp,4096,4096
a2111oi,13,13
a222oi,26,26
a221o,85,85
o21ai,284,284
nor4,13,13
clkinvlp,0,16
mux2i,490,490
diode,0,148
a221oi,433,433
o2bb2ai,33,33
o22ai,110,110
mux2,342,342
a211oi,47,47
nor3,24,24
o221ai,56,56
nor2,752,752
buf,429,821
nand4,24,24
a31oi,42,42
o211ai,58,58
a22o,80,80
nor2b,14,14
clkbuf,222,487
mux4,244,244
o31ai,11,11
nand2b,24,24
inv,15,22
nand2,406,406
a22oi,266,266
clkdlybuf4s50,0,62
bufinv,0,42
nand3,58,58
o2111ai,14,14
Power figures rest on the tool's default switching activity, not on a simulated workload.
