<file path="/design/flow/run.sh">
#!/bin/bash
# OpenROAD 26Q1-2900-gdf79404cd8, Yosys 0.63+post, stock flow scripts
make -C /OpenROAD-flow-scripts/flow DESIGN_CONFIG=/design/flow/config.mk WORK_HOME=/design/flow/orfs finish
</file>
<file path="/design/flow/config.mk">
export PLATFORM = sky130hd
export DESIGN_NAME = register_file
export DESIGN_NICKNAME = register_file
export VERILOG_FILES = /design/flow/design.v
export SDC_FILE = /design/flow/constraint.sdc
export NUM_CORES = 4
export LEC_CHECK = 1
export CORE_UTILIZATION = 50
</file>
<file path="/design/flow/constraint.sdc">
current_design register_file

set clk_period 7.4
set clk_io_pct 0.2

create_clock -name clk0 -period $clk_period [get_ports {clk}]

set non_clock_inputs [all_inputs -no_clocks]
set_input_delay [expr $clk_period * $clk_io_pct] -clock clk0 $non_clock_inputs
set_output_delay [expr $clk_period * $clk_io_pct] -clock clk0 [all_outputs]
</file>
<file path="/design/flow/design.v">
module register_file #(parameter V=32)
(
       input          clk,Reg_write,float_ctrl,
       input  [4:0]   rs1,rs2,wr_adder,
		 input  [V-1:0] wr_data,
		 output [V-1:0] rd1,rd2 );
reg [V-1:0] reg_file[0:31];  
integer i;
initial
begin
    for(i=0;i<32;i=i+1) 
	     reg_file[i]=0;    
end
always @(posedge clk) 
begin 
    if(Reg_write)
        reg_file[wr_adder] <= wr_data;
end
assign rd1 = (rs1 !=0) ? reg_file[rs1]:0;  
assign rd2 = (rs2 !=0) ? reg_file[rs2]:0;  
endmodule 
</file>
==> impl_metrics.tcl <==
# implementation run metrics
set metrics [dict create \
    finalSetupTns_ns 0 \
    comb_area_um2 15410 \
    avgSynthCellArea_um2 19.57 \
    synth_area_leader_cell "edfxtp_1" \
    clk_pin_slew_ns 0.06 \
    crit_type "input port to output port" \
    fp-row-count 112 \
    area_leaders "edfxtp_1 (65%), mux4_2 (20%), mux2i_1 (3.9%), a22o_1 (1.2%), clkbuf_1 (0.83%)" \
    finalSetupViolations 0 \
    grt_max_degree 67 \
    vias 26800 \
    powerDensity_nw_per_um2 241.4 \
    cts.sinks 1024 \
    antenna_cells 0 \
    cp_num_buf_inv 3 \
    crit_path_cell_trace "clkdlybuf4s50_1 > or3_2 > buf_4 > o221ai_1 > a211oi_1 > nor3_1 > clkdlybuf4s50_1" \
    cp_slowest_cell "or3_2" \
    gp_congestion 0.8814 \
    io_pins 114 \
    setup.worst_path.end_class "output port" \
    grt_antenna_before_repair 3 \
    min_path_type "input port to flip-flop" \
    grt_pass1_wl_um 214000 \
    portBuffers 112 \
    finalPower_uw 12950 \
    worstPathArrival_ns 5.46 \
    gr-total-overflow 0 \
    viasPerCell 6.846 \
    grt_use_met3_pct 32.67 \
    peakVddDrop_mv 0.1819 \
    startpoint "rs2[3]" \
    area_growth_pct 14.25 \
    min_period_over_period_pct 93.79 \
    top_register "reg_file" \
    ant_nets 0 \
    cts_setup_buffers 0 \
    warning_count 27 \
    cts_resized 0 \
    crit_fanout 13 \
    top_regs "reg_file (1024)" \
    flop_cell "edfxtp_1" \
    worst_pin_slew_ns 1.024 \
    grt_use_met1_pct 42.03 \
    status "finished, final reports clean" \
    hpwl_um 88840 \
    grtUsageMet2_pct 50.54 \
    grt_usage_pct 36.55 \
    fill_cells 6633 \
    rsz0062_at_grt "false" \
    cts.path.max_buffers 3 \
    finalHoldViolCount 0 \
    die_y_um 308.5 \
    drt_iter0_markers 2045 \
    cap_violations 0 \
    chip_area_um2 95150 \
    min-delay-start "wr_data[19]" \
    max-slew-margin-rel_pct 31.55 \
    netlist_area_um2 46960 \
    fp_util_pct 50.39 \
    startpoint_type "input port" \
    top_area_share_pct 65.48 \
    ys_types 40 \
    dr.pass1.iters 8 \
    fmax_mhz 144.1 \
    fin_cells 3915 \
    drc 0 \
    cts-htree-levels 3 \
    cts_root_buffer "clkbuf_16" \
    grt_pass1_vias 30140 \
    yosysSeqAreaShare_pct 65.48 \
    syn-instance-count 2400 \
    layout-drive-gt1-share_pct 29.54 \
    leakagePower_uw 0.01726 \
    drv_slew 0 \
    wl_per_cell_um 38.38 \
    crit_top_cell "clkdlybuf4s50_1" \
    crit_required_ns 5.92 \
    dp.cells 3716 \
    edf_count 1024 \
    path_delay_family "buffers and inverters" \
    cpPeakStageDelay_ns 0.91 \
    grt.busiest_layer "met2" \
    ys_cells 2400 \
    core-area_um2 93190 \
    routed_wl_um 150200 \
    seq_area_um2 30750 \
    ctsHoldBuffers 0 \
    yosys_area_um2 46960 \
    dieWidth_um 308.5 \
    finalCriticalPeriod_ns 6.941 \
    yosys_warnings 1 \
    cts_buffers 106 \
    synth_flops 1024 \
    async_reset_ff_share_pct 0 \
    cts_tree "done" \
    largest_reg_flops 1024 \
]
==> cell type report <==
class                   count  share of cell area (%)
flip-flops and latches   1024                   57.31
multi-input cells        1150                   28.72
clock buffers             131                   5.238
repair buffers            263                   4.478
well taps                1254                   2.924
clock inverters            68                   1.147
inverters                  25                  0.1796
==> cells by family after synthesis <==
logic type	share of synthesized area (%)
AND-OR/OR-AND	5.409
buffers and inverters	2.313
flip-flops	65.48
multiplexers	24.86
AND/OR/NAND/NOR	1.940
==> cells in the mapped netlist, types with 2 or more instances <==
cell type and count:
buf_2 58, nand3_1 4, mux2i_1 183, buf_4 20, a221oi_1 23, edfxtp_1 1024, nand3b_1 7, or3b_2 3
o221ai_1 31, clkbuf_1 104, inv_1 25, mux4_2 425, o22ai_1 55, a211o_1 23, nor2b_1 8, nor2_1 35
nand2b_1 3, a22o_1 62, nand2_1 65, or3_1 2, mux2_2 5, a32o_1 9, buf_1 7, mux2_1 19
nor3_1 32, a2111oi_0 31, a211oi_1 47, nor4_1 9, and2_1 13, a21oi_1 46, buf_6 12, or3b_1 2
==> power breakdown <==
| part | internal (uW) | switching (uW) |
|---|---|---|
| Clock | 3040 | 2230 |
| Sequential | 6460 | 28.0 |
| Combinational | 505 | 691 |
==> layer usage <==
metal	vias to the layer above	part of all wire [%]	routed length, um
met5	-	0.12	184
li1	10780	-	-
met4	13	4.2	6309
met1	13440	29	43240
met2	2193	46	68630
met3	379	21	31870
==> per-stage QoR <==
step / utilization, % / instance area, um2 / setup slack (ns) / hold slack [ns]
after floorplan: - / 46960 / 2.872 / 1.579
after global placement: 53.90 / 50220 / 0.8264 / 2.305
after detailed placement: 53.90 / 50220 / 0.8176 / 2.324
after CTS: 57.57 / 53650 / 0.7885 / 1.608
after global routing: 57.57 / 53650 / 0.4580 / 1.646
final: 57.57 / 53650 / 0.4595 / 1.625
==> worst paths after layout <==
path	endpoint	slack (ns)	depth (start not counted)
worst max-delay path	rd2[2]	0.46	7
worst min-delay path	reg_file[7][19]	1.63	2
==> layout by cell type (no fill, tap or decap), types with 5 or more instances in the layout <==
master,Yosys,layout
a2111oi_0,31,31
a211o_1,23,23
a211oi_1,47,47
a21oi_1,46,46
a221oi_1,23,23
a22o_1,62,62
a32o_1,9,9
and2_1,13,12
buf_12,0,11
buf_4,20,141
bufinv_16,0,10
clkbuf_1,104,22
clkbuf_16,0,109
clkdlybuf4s50_1,0,105
clkinv_1,0,27
clkinv_2,0,22
edfxtp_1,1024,1024
inv_1,25,24
mux2_1,19,19
mux2_2,5,5
mux2i_1,183,183
mux4_2,425,425
nand2_1,65,64
nand3b_1,7,7
nor2_4,0,33
nor2b_1,8,5
nor3_1,32,32
nor4_1,9,9
o221ai_1,31,31
o22ai_1,55,55
Power figures rest on the tool's default switching activity, not on a simulated workload.
